--- design/flow/config.mk ---
export PLATFORM = sky130hd
export DESIGN_NAME = HomeWorkFour
export DESIGN_NICKNAME = HomeWorkFour
export VERILOG_FILES = /design/flow/design.v
export SDC_FILE = /design/flow/constraint.sdc
export NUM_CORES = 4
export LEC_CHECK = 1
export CORE_UTILIZATION = 30
--- design/flow/constraint.sdc ---
current_design HomeWorkFour

set clk_period 4.1
set clk_io_pct 0.2

create_clock -name clk0 -period $clk_period [get_ports {clk}]

set non_clock_inputs [all_inputs -no_clocks]
set_input_delay [expr $clk_period * $clk_io_pct] -clock clk0 $non_clock_inputs
set_output_delay [expr $clk_period * $clk_io_pct] -clock clk0 [all_outputs]
--- design/flow/design.v ---
module HomeWorkFour (
	input		clk								,
	input		rst								,
	input		[31:0] Data			,
	output	reg [5:0] Gap
);
parameter	s_idle=2'd0, s_1=2'd1, s_2=2'd2, s_done=2'd3			;
reg	flush_tmp, incr_tmp, store_tmp, incr_k											;
reg	[1:0] state, next_state									;
reg	[5:0] tmp, k																;
wire	Bit																					;
assign	Bit = Data[k]														;
always @(posedge clk) begin
	if(rst)	begin
		state							<=	s_idle								;
		k										<=	1'b0									;
		tmp								<=	1'b0									;
		Gap								<=	1'b0									;
	end
	else	begin
		state							<=next_state						;
		if(flush_tmp)tmp<=1'b0									;
		if(store_tmp)Gap<=tmp									;
		if(incr_k)		  k		<=k+1'b1								;
		if(incr_tmp)  tmp<=tmp+1'b1						;	
	end
end
always @(state or Bit or k) begin
	next_state					<=	state								;	
	incr_tmp						<=	1'b0									;
	incr_k								<=	1'b0									;
	store_tmp					<=	1'b0									;
	flush_tmp					<=	1'b0									;
	case(state)
	s_idle:	begin
		if(k == 6'd31)	begin
			next_state			<=	s_done							;
		end
		else	begin
			if(Bit) begin
				next_state		<=	s_1									;
				incr_k					<=	1'b1									;
			end	
			else begin
				next_state		<=	s_idle								;
				incr_k					<=	1'b1									;
			end	
		end
	end
	s_1:	begin
		if(k == 6'd31)	begin
			next_state		<=	s_done								;
		end
		else if(!Bit)	begin
			next_state		<=	s_2										;
			incr_k					<=	1'b1										;
			incr_tmp			<=	1'b1										;
		end
		else begin
			next_state		<=	s_1										;
			incr_k					<=	1'b1										;
		end
	end
	s_2 :	begin
		if(k == 6'd31)	begin
			if(Bit)	begin
				if(tmp	>	Gap)	begin
					store_tmp	<=	1'b1									;
					next_state	<=	s_done							;
				end
				else begin
					next_state	<=	s_done							;
				end
			end
			else begin
				next_state		<=	s_done							;
			end
		end
		else begin
			if(Bit)	begin
				if(tmp	>	Gap)	begin
					store_tmp	<=	1'b1									;
					next_state	<=	s_1									;
					incr_k				<=	1'b1									;
					flush_tmp	<=	1'b1									;
				end
				else begin
					flush_tmp	<=	1'b1									;
					incr_k				<=	1'b1									;
				end
			end
			else begin
				incr_tmp			<=	1'b1									;
				incr_k					<=	1'b1									;
				next_state		<=	s_2									;
			end
		end
	end
	s_done:	begin
		next_state				<=	s_idle								;
		incr_k							<=	1'b0									;
	end
	default :
		next_state				<=	s_idle								;
	endcase
end
endmodule
--- design/flow/run.sh ---
#!/bin/bash
# OpenROAD 26Q1-2900-gdf79404cd8, Yosys 0.63+post, stock flow scripts
make -C /OpenROAD-flow-scripts/flow DESIGN_CONFIG=/design/flow/config.mk WORK_HOME=/design/flow/orfs finish
==> results_slide.txt <==
Physical Implementation Snapshot

Clock tree
  – CTS root buffer: clkbuf_8
  – TritonCTS Buffers: 3
  – Cts repair resizes: 0
  – Clk sinks: 22
  – H-tree depth: 1
  – CTS tree: built
  – Post-CTS setup buffer count: 0
  – Late-Pin Clk Latency: 0.26 ns
  – Cts hold-fix bufs: 0
  – Reg clk slew, reported paths: 0.08 ns
  – Max Root-Sink Buffers: 2

Routing
  – Avg WL per Cell: 12.04 um
  – Drt drc: 0
  – DR vias/cell: 4.713
  – Starting DRT DRC Count: 111
  – DR vias: 1315
  – Antenna-violating nets left: 0
  – TritonRoute pass-1 iters: 4
  – WL final: 3358 um
  – Ant. Diodes: 0

Synth
  – # Cells Yosys: 177
  – Synth Seq Share: 29.04%
  – Flops & latches, synth: 22
  – Distinct lib cells: 38
  – Syn avg cell area: 8.568 um^2
  – Top cells by area: dfxtp_1 (29%), mux2i_1 (15%), ha_1 (6.6%)
  – Area of the mapped netlist: 0.001516 mm^2
  – Synthesis area per yosys: 0.001516 mm^2
  – YS warnings: 1
  – Syn Inst Count: 177
  – Top cell type by total area after synthesis: dfxtp_1
  – Top cell area share: 29.04%

Critical path
  – Worst R2R Start: k[0]
  – CP Class: input port to register
  – Crit path max fanout: 19
  – WP buf/inv: 1
  – Crit. path cell count: 7
  – Slowest stage delay, CP: 0.59 ns
  – CP Capture Point: Gap[3]
  – Crit-path slowest cell: and4_1
  – Arrival time worst endpoint: 2.84 ns
  – Worst r2r dst: Gap[3]
  – Reg2Reg Depth: 6
  – Worst setup path startpoint: Data[2]
  – Endpoint class of the critical path: register
  – CP cell instances: clkdlybuf4s50_1, mux2i_1, a22oi_1, nand3_1, and4_1, nand3b_4, mux2_4
  – R2R setup slack: 1.60 ns
  – Critical Path RT: 4.26 ns
  – Cell family with most CP delay: simple AND/OR/NAND/NOR gates
  – CP startpoint kind: input port

STA
  – Post-Route Skew: 0.004495 ns
  – Setup violators final: 0
  – RSZ-0062 raised after global routing: no
  – Fmax: 0.3722 GHz
  – TNS Setup: 0 ns
  – Final period utilization: 65.54%
  – Final hold vios: 0
  – Hold WS: 0.4429 ns
  – Relative slew margins: 59.35%
  – Worst-margin pin slew: 0.6098 ns
  – Fin. max-slew vios: 0
  – Tmin final: 2.687 ns

Flow run
  – Log Warnings: 25
  – Maximum Capacitance Violations: 0

Finish
  – Fraction of layout instances using a drive strength above 1: 5.660%
  – Layout area overhead: 31.11%

GRT
  – Largest net degree at the start of global routing: 29
  – Tot GR Track Use: 13.73%
  – Grt total ovfl: 0
  – Initial antenna violation count: 0
  – First-pass GRT wire length: 5747 um
  – Vias in the first global route: 1193

Floorplan
  – Die height: 73.10 um
  – Core Area: 0.004786 mm^2
  – Full die area: 0.005343 mm^2
  – FP Rows: 25
  – Fp util: 31.69%
  – I/O pins: 40
  – Die width: 73.10 um

Min path
  – Hold Crit Start: state[3]
  – Hold Crit Class: register to register

Placed design
  – PortBufs: 39
  – RePlAce Congestion: 0.8422
  – Post-DP HPWL: 2600 um

Pwr
  – Peak supply drop: 0.0001779 V
  – Power Dens Cells: 380.5 mW/mm^2
  – Leak pwr: 0.7510 nW

Run status
  – Status: completed
[synth_stat cells (all sizes together)]
library cell / count
or3: 2
nand3b: 2
and3: 1
a22oi: 3
nor3: 5
xor2: 4
nor2b: 5
nand3: 9
buf: 6
inv: 7
a311o: 1
nor2: 12
o31ai: 2
and4: 1
xnor2: 1
a211oi: 3
nand2b: 12
mux2: 2
dfxtp: 22
ha: 8
nand2: 12
nand4: 7
or2: 2
clkbuf: 4
nand4b: 1
a21oi: 7
nor4: 1
mux2i: 22
and2: 2
o311ai: 1
o22a: 1
a31oi: 2
o21a: 1
o21ai: 6
[per-layer routing]
layer,vias to the layer above,GRT usage (%),routed length [um]
met5,-,0,0
li1,705,-,-
met3,2,1.821,105
met2,21,20.06,1463
met4,0,0.6536,27
met1,587,22.75,1762
[cells by family (layout without fill, tap and decap cells)]
family | Yosys count | after routing | share of synthesized area [%]
xor+xnor | 5 | 5 | 2.888
buf+inv | 17 | 52 | 6.518
mux | 24 | 24 | 16.50
simple gates | 74 | 74 | 26.73
flops | 22 | 22 | 29.04
fa+ha+maj | 8 | 8 | 6.601
compound gates | 27 | 27 | 11.72
[through the flow]
step                      area [um^2]  instances  util, %  total power [mW]  setup slack, ns
after detailed placement         1933        275    40.39            0.6065            1.162
after global routing             1988        279    41.54            0.8136            1.268
after CTS                        1988        279    41.54            0.7625            1.434
after global placement           1933        275    40.39            0.6079            1.199
after floorplan                  1516        177        -            0.5556            2.017
final                            1988        279    41.54            0.7564            1.413
[worst reg2reg max path, cell delays in order, from the launching register on]
cell,delay [ns]
dfxtp_1,0.52
nor2b_1,0.38
a21oi_1,0.13
nand4_1,0.13
and4_1,0.61
nand3b_4,0.33
mux2_4,0.31
[area by class of cell]
class	instances	area (um^2)
fill	467	2798
multi-input combinational	138	977.2
sequential	22	440.4
timing repair buffer	41	405.4
tap	67	83.83
clock buffer	4	55.05
inverter	7	26.28
[worst min-delay path by stage]
stage              end  cells after the start
finish        state[0]                      1
CTS           state[0]                      1
global route  state[0]                      1
[registers in the layout (all words and copies together), names as in the netlist]
signal,flops
tmp,6
Gap,6
k,6
state,4
[where the power goes]
group / leakage (nW) / internal [mW] / switching (mW)
logic: 0.544 / 0.149 / 0.170
registers: 0.179 / 0.240 / 0.0433
clock network: 0.0288 / 0.0855 / 0.0686
total: 0.751 / 0.475 / 0.282
[layout by cell type (no fill, tap or decap)]
cell type        synthesis  routed
clkdlybuf4s50_1          0      39
dfxtp_1                 22      22
mux2i_1                 22      22
nor2_1                  12      12
nand2b_1                12      12
nand2_1                 12      12
nand3_1                  9       9
ha_1                     8       8
inv_1                    7       7
nand4_1                  7       7
a21oi_1                  7       7
o21ai_0                  6       6
nor3_1                   5       5
nor2b_1                  5       5
xor2_1                   4       4
clkbuf_8                 0       4
a22oi_1                  3       3
or2_2                    2       2
a211oi_1                 2       2
a31oi_1                  2       2
or3_1                    2       2
and2_1                   2       2
o31ai_1                  2       2
mux2_4                   2       2
buf_4                    0       2
and4_1                   1       1
a311o_1                  1       1
o22a_1                   1       1
o21a_1                   1       1
nor4_1                   1       1
xnor2_1                  1       1
and3_1                   1       1
nand3b_4                 1       1
nand3b_1                 1       1
nand4b_1                 1       1
o311ai_0                 1       1
a211oi_2                 1       1
Power is estimated from default activity; no workload was simulated.
