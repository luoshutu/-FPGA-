==> run.sh <==
#!/bin/bash
# OpenROAD 26Q1-2900-gdf79404cd8, Yosys 0.63+post, stock flow scripts
make -C /OpenROAD-flow-scripts/flow DESIGN_CONFIG=/design/flow/config.mk WORK_HOME=/design/flow/orfs finish
==> constraint.sdc <==
current_design HomeWorkFive

set clk_period 9.2
set clk_io_pct 0.2

create_clock -name clk0 -period $clk_period [get_ports {clk}]

set non_clock_inputs [all_inputs -no_clocks]
set_input_delay [expr $clk_period * $clk_io_pct] -clock clk0 $non_clock_inputs
set_output_delay [expr $clk_period * $clk_io_pct] -clock clk0 [all_outputs]
==> design.v <==
module	HomeWorkFive(
	input	rst													,
	input	clk													,
	input	Send											,
	input	Sort												,
	input	Load											,
	input	[3:0]Data_in							,
	output	wire	Waiting						,
	output	wire	Busy							,	
	output	wire	Ready						,
	output	reg[3:0]Data_out	
);
parameter   S_rst		=	0		;
parameter   S_init		=	1		;
parameter   S_idle		=	2		;
parameter   S_load	=	3		;
parameter   S_prep	=	4		;
parameter   S_sort		=	5		;
parameter   S_wait		=	6		;
parameter   S_send	=	7		;
reg	[2:0]	state, next_state	;
wire	gt, i_lte_N, j_gte_i, done;
reg	ld, set_i, incr_i, set_j, decr_j, clr_k, incr_k, swap, snd;
reg	[3:0]	A[1:8]		;
reg	[3:0]	i, j, k			;
always @(posedge clk)	begin
	if(rst)	state	<=	0							;
	else 	state	<=	next_state	;
end
always @(state,Load,Sort,Send,done,gt,i_lte_N,j_gte_i)	begin
	next_state	=	S_rst				;	
	ld						=	0							;
	set_i				=	0							;
	incr_i				=	0							;
	set_j				=	0							;
	decr_j			=	0							;
	clr_k				=	0							;
	incr_k				=	0							;
	swap				=	0							;
	snd					=	0							;
	case(state)
	 S_rst:
					begin
						if(rst)	next_state	=	S_rst	;
						else 	next_state	=	S_init	;
				  end
	 S_init: 
					begin 
						clr_k						=	1					;
						next_state			=	S_idle	; 
					end
	 S_idle: 
					begin
						if(Load)	begin
							ld							=	1					; 
							next_state		=	S_load	;
						end
						else begin 
							if(Sort)	begin 
								set_i				=	1					;
								set_j				=	1					;
								next_state	=	S_prep	;
							end
							else 
								next_state	=	S_idle	;
						end 
					end
	 S_load:
					begin
						if(done) 
							next_state		=	S_init		;
						else	begin
							incr_k					=	1					;
							ld							=	1					;
							next_state		=	S_load	;
						end
					end
	 S_prep: 
					begin
						if(!gt)
							next_state		=	S_sort	;
						else	begin 
							swap					=	1					;
							decr_j				=	1					;
							next_state		=	S_sort	;
						end
					end
	 S_sort:
					begin
						if(j_gte_i)	begin
							next_state		=	S_sort	;
							decr_j				=	1					;
							if(gt)	swap	=	1					;
						end
						else if(i_lte_N)	begin
							incr_i					=	1					;
							set_j					=	1					;
							next_state		=	S_sort	;
						end
						else if(Send)	begin
							next_state		=	S_send	;
							snd						=	1					;
							clr_k					=	1					;
						end
						else
							next_state		=	S_wait	;
					end 
	 S_wait:
					begin
						if(Send)	begin
						snd							=	1					;
						clr_k						=	1					;
						next_state			=	S_send	; 
						end
						else
							next_state		=	S_wait	;
					end
	 S_send:
					begin
						if(done)
							next_state		=	S_init		;
						else	begin
							incr_k					=	1					;
							snd						=	1					;
							next_state		=	S_send	;
						end
					end
	 endcase
end
assign  Ready		=		(state==S_idle)		;
assign  Busy			=		(state==S_sort)		;
assign  Waiting	=		(state==S_wait)		;
always @(posedge clk)	begin
	if(rst)	begin
		i			<=	0	;	j			<=	0	;	k			<=	0	;
		A[1]	<=	0	;	A[2]	<=	0	;	A[3]	<=	0	;
		A[4]	<=	0	;	A[5]	<=	0	;	A[6]	<=	0	;
		A[7]	<=	0	;	A[8]	<=	0	;
		Data_out		<=	0				;
	end
	else	begin 
		if(ld) begin
			A[1]	<=	Data_in	;
			A[2]	<=	A[1]			;
			A[3]	<=	A[2]			;
			A[4]	<=	A[3]			;
			A[5]	<=	A[4]			;
			A[6]	<=	A[5]			;
			A[7]	<=	A[6]			;
			A[8]	<=	A[7]			;
		end
		if(set_i)		i	<=	2		;
		if(incr_i)	i	<=	i+1;
		if(set_j)		j	<=	8		;
		if(decr_j)	j	<=	j-1	;
		if(clr_k)		k	<=	0		;
		if(incr_k)	k	<=	k+1;
		if(swap)	begin
			A[j]		<=	A[j-1]	;
			A[j-1]	<=	A[j]		;
		end
		if(snd)	begin
			Data_out	<=	A[8]	;
			A[8]				<=	A[7]	;
			A[7]				<=	A[6]	;
			A[6]				<=	A[5]	;
			A[5]				<=	A[4]	;
			A[4]				<=	A[3]	;
			A[3]				<=	A[2]	;
			A[2]				<=	A[1]	;
			A[1]				<=	0			;
		end
	end
 end
assign  gt				=	(A[j-1]	>		A[j]	)	;
assign  i_lte_N	=	(i					<=	8			)	;
assign  j_gte_i		=	(i					<=	j			)	;
assign  done		=	(k				==	7			)	;
endmodule
==> config.mk <==
export PLATFORM = sky130hd
export DESIGN_NAME = HomeWorkFive
export DESIGN_NICKNAME = HomeWorkFive
export VERILOG_FILES = /design/flow/design.v
export SDC_FILE = /design/flow/constraint.sdc
export NUM_CORES = 4
export LEC_CHECK = 1
export CORE_UTILIZATION = 40
==> impl_results.rst <==
Implementation results
======================

.. list-table::
   :header-rows: 1

   * - Metric
     - Value
   * - Run status
     - finished clean
   * - Post-synth ARST share
     - 0%
   * - Type of origin of the critical path
     - flip-flop
   * - Met1 routing resource usage after global routing
     - 34.2%
   * - Die Width
     - 126 um
   * - RSZ-0062 raised after global routing
     - false
   * - Clk buf depth
     - 2
   * - First-pass GRT wire length
     - 28,100 um
   * - CTS hold repair buffers
     - 0
   * - WHS Path Cells
     - 2
   * - CP Cell Sequence
     - buf_4 -> inv_1 -> ha_1 -> mux4_2 -> and2_1 -> a211oi_1 -> a21o_1 -> inv_1 -> ha_1 -> and4_1 -> a31oi_1 -> nand2_2 -> o2111ai_1 -> o221ai_1
   * - Chip area line of the yosys report
     - 0.00617 sq mm
   * - Worst path arrival time
     - 5.91 ns
   * - Number of input and output port buffers inserted
     - 15
   * - Drt via density
     - 6.42
   * - Crit end category
     - flip-flop
   * - Transition time at the pin with the least slew margin
     - 0.877 ns
   * - Diode insertion count for antenna repair
     - 0
   * - Highest achievable clock rate
     - 0.171 GHz
   * - Placement Rows
     - 45
   * - Residual antenna-violating net count after detailed routing
     - 0
   * - Top delay family on crit path
     - AND-OR/OR-AND gates
   * - EDFF count, synth
     - 64
   * - Worst Path Required
     - 9.27 ns
   * - Post-cts gate resize count
     - 0
   * - Global placer's final weighted congestion
     - 0.940
   * - Number of storage elements in the synthesis netlist
     - 92
   * - Adder and majority cell fraction of the synthesized area
     - 3.25%
   * - Cell total in the yosys stat output
     - 561
   * - Mean cell area of the mapped netlist
     - 11.0 sq um
   * - Cell Area, Synth
     - 0.00617 sq mm
   * - Total number of cells along the worst setup path
     - 14
   * - Mux frac, synth
     - 19.1%
   * - Buf/Inv on CP
     - 3
   * - Top cells excl fill/tap
     - edfxtp_1 (64), mux2i_1 (41), nor2_1 (34)
   * - Final Hold Violation Tally
     - 0
   * - Level count of the clock H-tree
     - 3
   * - Instance tally after logic synthesis
     - 561
   * - Vias after detailed routing
     - 4,863
   * - Root buffer cell
     - clkbuf_16
   * - First DRT Iteration DRCs
     - 389
   * - Maximum number of pins on one net before global-route repair
     - 31
   * - Detailed-route wire length
     - 17,600 um
   * - Maximum cell stage delay along the critical path
     - 0.82 ns
   * - Overall Global Routing Usage
     - 24.6%
   * - Core Footprint
     - 0.0151 sq mm
   * - Most used flip-flop cell
     - edfxtp_1
   * - XOR Share, Synth
     - 0.426%
   * - Tool warning count
     - 30
   * - Main kind of combinational logic by area
     - multiplexers
   * - Routing layer with the top usage in global route
     - met2
   * - Placed cell area
     - 0.00646 sq mm
   * - TritonCTS buffer count
     - 9
   * - Layout cells sized above 1
     - 18.1%
   * - Register clock-pin slew on the reported worst setup and hold paths
     - 0.07 ns
   * - # clock sinks
     - 92
   * - Reported max-cap violation count
     - 0
   * - Register-to-Register Path Depth
     - 14
   * - Normalized max-slew margin
     - 41.3%
   * - Die height
     - 126 um
   * - Number of antenna violations at the first check in global routing
     - 1
   * - Area added between synthesis and finish
     - 9.55%
   * - Highest-delay cell along the critical path
     - ha_1
   * - Total count of max-transition violations in the final report
     - 0
   * - Number of warning messages in the yosys log
     - 1
   * - Final critical-path share of the clock period
     - 63.6%
   * - Total global routing overflow
     - 0
   * - Setup TNS
     - 0 ns
   * - Full die area
     - 0.0159 sq mm
   * - Largest fanout on the critical path
     - 21
   * - Met2 usage in global routing
     - 37.0%
   * - Synth cell types
     - 69
   * - Routed wire length per instance
     - 23.2 um
   * - Met3 Resource Use GR
     - 11.0%
   * - Half-perimeter wire length after detailed placement
     - 12,100 um
   * - Pre-Place Util
     - 40.7%
   * - Fraction of the mapped netlist area in simple logic gates
     - 16.6%
   * - AND-OR/OR-AND share of the synthesized area
     - 15.5%
   * - Top-level port count
     - 16
   * - Clk ins delay skew pair
     - 0.35 ns
   * - Worst min-delay path class
     - reg -> reg
   * - Kind of critical path
     - reg -> reg
   * - Tmin final
     - 5.85 ns
   * - Dominant logic cell type in the layout
     - edfxtp_1
   * - Via count of the first global-routing pass
     - 4,851
   * - Sequential element share of the synthesized area
     - 40.2%
   * - First drt pass iteration count
     - 5
   * - Non-Filler Cell Area, Final
     - 0.00676 sq mm
   * - DR DRC count
     - 0
   * - Post CTS Setup Buffer Count
     - 0
   * - Number of failing setup endpoints in the final timing report
     - 0
   * - Largest clock skew in the final design
     - 0.0101 ns
   * - Clock tree from TritonCTS
     - done
## cells by family (layout without fill, tap and decap cells)
kind of cell	after synthesis	in the layout
AND-OR/OR-AND	136	136
XOR/XNOR	3	3
adder cells (fa/ha/maj)	16	16
buffers and inverters	60	68
flip-flops	92	92
multiplexers	77	77
AND/OR/NAND/NOR	177	177
## tightest hold or removal path: stages (launching register included)
cell,delay [ns]
dfxtp_1,0.31
nand2_1,0.05
a21oi_1,0.05
## synth_stat cells (8+ instances only)
library cell | n | area (sq um)
nand3b_1 | 8 | 60.1
nand2_1 | 29 | 109
a31oi_1 | 20 | 125
a21oi_1 | 15 | 75.1
ha_1 | 16 | 200
edfxtp_1 | 64 | 1920
dfxtp_1 | 28 | 561
a2bb2oi_1 | 9 | 78.8
mux2i_1 | 41 | 410
buf_2 | 20 | 100
o21ai_0 | 26 | 130
inv_1 | 17 | 63.8
clkbuf_1 | 9 | 33.8
nor2_1 | 34 | 128
nand3_1 | 28 | 140
a22oi_1 | 24 | 180
nor3_1 | 16 | 80.1
mux4_2 | 32 | 721
## metrics by stage
step	cells	hold slack, ns	util [%]	setup WS, ns
floorplan	561	0.417	-	5.00
global placement	741	0.446	42.7	3.54
detailed placement	741	0.451	42.7	3.41
CTS	757	0.460	44.6	3.41
global route	757	0.487	44.6	2.84
finish	757	0.453	44.6	3.35
## routing by layer
metal,part of all wire (%),vias up
li1,-,2207
met1,40,2337
met2,46,265
met3,12,52
met4,2.8,2
met5,0.068,-
## final timing paths
kind,startpoint,slack [ns],endpoint
worst max-delay path,j[0],3.35,A[1][3]
worst min-delay path,Data_out[3],0.45,Data_out[3]
worst max register to register,j[0],3.35,A[1][3]
worst min register to register,Data_out[3],0.45,Data_out[3]
## final cells by class
| type | instances | area, sq um |
|---|---|---|
| clock inverters | 6 | 63.8 |
| multi-input cells | 409 | 3390 |
| flip-flops and latches | 92 | 2480 |
| fillers | 1395 | 8390 |
| clock buffers | 10 | 229 |
| repair buffers | 33 | 285 |
| well taps | 188 | 235 |
| inverters | 19 | 71.3 |
## sequential cells by signal, indices dropped and copies added (netlist names), named ones only
register  flops
j             4
state         8
A            64
k             4
Data_out      4
i             4
